===== design/flow/config.mk =====
export PLATFORM = sky130hd
export DESIGN_NAME = clock_divider
export DESIGN_NICKNAME = clock_divider
export VERILOG_FILES = /design/flow/design.v
export SDC_FILE = /design/flow/constraint.sdc
export NUM_CORES = 4
export LEC_CHECK = 1
export CORE_AREA = 10 10 95 95
export DIE_AREA = 0 0 105 105

===== design/flow/design.v =====
`timescale 1ns / 1ps
module clock_divider(main_clk,slow_clk);
input main_clk;
output slow_clk;
reg[31:0]counter;
always@(posedge main_clk)begin
counter = counter + 1;
end
assign slow_clk = counter[27];
endmodule

===== design/flow/run.sh =====
#!/bin/bash
# OpenROAD 26Q1-2900-gdf79404cd8, Yosys 0.63+post, stock flow scripts
make -C /OpenROAD-flow-scripts/flow DESIGN_CONFIG=/design/flow/config.mk WORK_HOME=/design/flow/orfs finish

===== design/flow/constraint.sdc =====
current_design clock_divider

set clk_period 4.7
set clk_io_pct 0.2

create_clock -name clk0 -period $clk_period [get_ports {main_clk}]

set non_clock_inputs [all_inputs -no_clocks]
set_input_delay [expr $clk_period * $clk_io_pct] -clock clk0 $non_clock_inputs
set_output_delay [expr $clk_period * $clk_io_pct] -clock clk0 [all_outputs]

==> impl_metrics.csv <==
group,metric,value,unit
sta,fin_skew,0.00131,ns
sta,maxSlewHeadroom,0.625,
detailed_routing,wl,1550,um
layout,logic_area,520,um2
layout,fin_area,1280,um2
global_routing,grt_pass1_wl,2840,um
clocking,postCtsSetupBuffers,0,
clocking,cts.clk_slew.worst_paths,0.09,ns
logic_synthesis,yosys_cells,107,
layout,regArea,561,um2
critical_path,crit_path_start,"counter[27]$_DFF_P_",
worst_hold_path,whs_path_depth,1,
floorplanning,die_y,105,um
logic_synthesis,synthFlopType,"dfxtp_1",
place,place_ws,2.97,ns
sta,drv_slew,0,
clocking,cts_buffers,3,
floorplanning,chip_area,11000,um2
power_and_ir_drop,vdd.ir_drop.worst,0.121,mV
global_routing,antenna_found_initial,0,
detailed_routing,firstDrtPassIters,4,
critical_path,rr_worst_depth,5,
power_and_ir_drop,cellLeakagePower,0.379,nW
detailed_routing,drtAntennaViolNets,0,
layout,layout-drive-gt1-share,0.0811,
sta,period_needed,2.03,ns
floorplanning,fp.dieW,105,um
global_routing,grt_use_total,0.0287,
layout,finalNonFillerCells,207,
detailed_routing,vias,685,
worst_hold_path,hp-start,"counter[0]$_DFF_P_",
clocking,cts_resized,0,
critical_path,cp_cell_sequence,"clkdlybuf4s50_1",
detailed_routing,via_per_inst,3.31,
logic_synthesis,netlist_area,1100,um2
place,port_buffers,1,
clocking,clockBufferDepth,2,
place,dp_hpwl,1090,um
logic_synthesis,edf_count,0,
clocking,cts_tree,"yes",
detailed_routing,drc,0,
sta,hold_viol,0,
detailed_routing,drtIter0Drc,14,
global_routing,first_global_vias,662,
detailed_routing,wl_per_cell,7.49,um
logic_synthesis,synth_top_area_share,0.511,
layout,syn2layout_area_growth,16.6,%
clocking,root_buffer,"clkbuf_8",
critical_path,crit_path_start_kind,"flop",
place,place_area,1220,um2
critical_path,cp.arrival,1.09,ns
layout,num-fill-cells,765,
logic_synthesis,ys_chip_area,1100,um2
place,placed_cells,203,
floorplanning,core_area,6910,um2
critical_path,timing.rr.end,"counter[22]$_DFF_P_",
sta,finalClockPeriodUsage,0.431,
logic_synthesis,topCellsByArea,"dfxtp_1 51%, xnor2_1 16%, nand3_1 5.9%",
logic_synthesis,syn_area_per_cell,10.2,um2
clocking,ctsHoldBuffers,0,
critical_path,critPathMaxStageDelay,0.47,ns
floorplanning,ios,2,
critical_path,critPathSlowestCell,"clkdlybuf4s50_1",
sta,worst_pin_slew,0.558,ns
logic_synthesis,yosysWarnings,1,
clocking,htreeDepth,1,
logic_synthesis,common_cells,"28 x dfxtp_1, 20 x xnor2_1, 13 x nand3_1",
job,warnings,25,
critical_path,crit_fanout,2,
worst_hold_path,min_to,"counter[0]$_DFF_P_",
sta,setup_tns,0,ns
floorplanning,rows,30,
global_routing,grt-ovfl-total,0,
logic_synthesis,synth_seq_share,0.511,
power_and_ir_drop,p_per_area,299,nW/um2
sta,final-setup-viol-count,0,
job,max-cap-violations,0,
critical_path,worst-r2r-setup-slack,3.06,ns
clocking,cts_sinks,28,
worst_hold_path,holdCritPathClass,"reg -> reg",
floorplanning,fp_util,0.159,
sta,rsz0062_at_grt,"no",
critical_path,crit_required,3.76,ns
logic_synthesis,top_area_cell,"dfxtp_1",
logic_synthesis,netlist_instances,107,
logic_synthesis,post-synth-top-count-cell,"dfxtp_1",
logic_synthesis,yosysUniqueCellTypes,17,
logic_synthesis,synth_flop_count,28,
logic_synthesis,synthArstFlopShare,0,
critical_path,reg2reg_from,"counter[0]$_DFF_P_",
critical_path,worstSetupPathType,"reg -> out",
layout,largest_reg_flops,28,
run_status,status,"completed",
critical_path,critPathCaptureType,"output port",
critical_path,crit_family,"buffers and inverters",
critical_path,cp_num_buf_inv,1,
sta,clock.fmax,494,MHz
clocking,insertion_delay,0.27,ns
global_routing,grt_max_degree,16,
sta,fin_ws,2.67,ns
detailed_routing,diodes,0,
place,place_congestion,0.742,
stage by stage:
step	power (mW)	utilization	hold slack [ns]
after global routing	0.394	0.185	0.445
after floorplan	0.243	-	0.383
final	0.382	0.185	0.419
after detailed placement	0.243	0.177	0.401
after CTS	0.388	0.185	0.424
after global placement	0.243	0.177	0.391
cell usage in the layout, fill, tap and decap left out, types with 2 or more instances in the layout:
cell       n
nor3_1     3
nand3_1   13
xnor2_1   20
nor2_1     6
clkbuf_8   4
xor2_1     6
nand3_2    3
and3_1     3
nor4_1     2
inv_1      3
nand4_1    8
nand2_1    7
dfxtp_1   28
power by group:
group | leakage [nW] | switching, mW | internal (mW)
registers | 0.225 | 0 | 0.237
clock network | 0.0288 | 0.0705 | 0.0749
logic | 0.125 | 0 | 0
total | 0.379 | 0.0705 | 0.312
kinds of logic after synthesis:
group	Yosys count	synth area share
xor+xnor	26	0.208
fa+ha+maj	1	0.0114
buf+inv	4	0.0137
flops	28	0.511
simple gates	48	0.256
worst max-delay path by stage:
stage	cells past startpoint	to
finish	1	slow_clk
global route	1	slow_clk
CTS	1	slow_clk
layout make-up:
| type | count | share of cell area |
|---|---|---|
| tap | 96 | 0.0940 |
| inverter | 3 | 0.00881 |
| timing repair buffer | 1 | 0.00784 |
| sequential | 28 | 0.439 |
| clock buffer | 4 | 0.0431 |
| multi-input combinational | 75 | 0.407 |
layer usage:
layer	routed length, um	vias to the layer above	GRT usage
li1	-	377	-
met1	884	300	0.0398
met2	590	6	0.0440
met3	64	2	0.00932
met4	11	0	0.00294
met5	0	-	0
No activity file was given, so power comes from the tool's default toggle rates.
